==> flow/design.v <==
module evt_counter #(
	parameter signed LOWER_LIMIT = -1,
	parameter signed UPPER_LIMIT =  1
)(
	input 	logic clk_i,
	input 	logic rst_ni,
	input 	logic enable_i,
	input 	logic init_i,
	output 	logic done_o,
	output 	logic [1:0] count_o
);
	logic [2:0] count_d , count_q ; 
	logic done_d , done_q ;
	always_comb begin
		done_d  = 0;
		count_d = count_q;
		if(init_i) begin
			count_d = LOWER_LIMIT;
			done_d  = 1'b0; 
		end else begin 
			if(enable_i) begin 
				count_d = count_q + 1;
				done_d = 1'b0;
				if(count_q == UPPER_LIMIT) begin 
					count_d = LOWER_LIMIT;
					done_d  = 1'b1;
				end
			end else begin 
				count_d = count_q;
			end
		end
	end
	always_ff @(posedge clk_i or negedge rst_ni) begin : proc_count_q
		if(~rst_ni) begin
			count_q <= LOWER_LIMIT;
			done_q  <= 0;
		end else begin
			count_q <= count_d;
			done_q  <= done_d;
		end
	end
	assign count_o = count_q[1:0];
	assign done_o  = done_q;
endmodule 
==> flow/run.sh <==
#!/bin/bash
# OpenROAD 26Q1-2900-gdf79404cd8, Yosys 0.63+post, stock flow scripts
make -C /OpenROAD-flow-scripts/flow DESIGN_CONFIG=/design/flow/config.mk WORK_HOME=/design/flow/orfs finish
==> flow/config.mk <==
export PLATFORM = sky130hd
export DESIGN_NAME = evt_counter
export DESIGN_NICKNAME = evt_counter
export VERILOG_FILES = /design/flow/design.v
export SDC_FILE = /design/flow/constraint.sdc
export NUM_CORES = 4
export LEC_CHECK = 1
export CORE_AREA = 10 10 70 70
export DIE_AREA = 0 0 80 80
==> flow/constraint.sdc <==
current_design evt_counter

set clk_period 1.4
set clk_io_pct 0.2

create_clock -name clk0 -period $clk_period [get_ports {clk_i}]

set non_clock_inputs [all_inputs -no_clocks]
set_input_delay [expr $clk_period * $clk_io_pct] -clock clk0 $non_clock_inputs
set_output_delay [expr $clk_period * $clk_io_pct] -clock clk0 [all_outputs]
==> impl_metrics.yaml <==
# implementation run metrics
outcome:
  status: "finished, final reports clean"
clock_network:
  cts-root-buf: "clkbuf_4"
  clkTransAtPathRegs_ns: 0.04
  cts_tree: "done"
  clockBufferDepth: 2
  clk_latency_ns: 0.24
  cts.sinks: 4
  cts_buffers: 3
  hold_buffers: 0
  cts.htree.levels: 1
synthesis:
  synth_chip_area_um2: 220
  ff_type: "dfstp_2"
  ys_top_cells_by_area: "dfstp_2 36%, dfrtp_1 11%, ha_1 11%"
  top_area_frac: 0.358
  edf_count: 0
  yosysWarnings: 1
  syn_area_um2: 220
  synth_seq_share: 0.472
  synthCells: 22
  ys_ff: 4
  common_cells: "3 x dfstp_2, 3 x nand2_1"
  synth_cell_type_count: 14
  yosys-stat-cells: 22
  ys_async_sr_fraction: 1.00
  synth_area_leader_cell: "dfstp_2"
  synth_area_per_cell_um2: 10.0
final_timing:
  slew_headroom: 0.855
  fin_crit_sh: 0.945
  worstMarginPinSlew_ns: 0.217
  fin_tns_setup_ns: 0
  rsz0062_at_grt: "no"
  post-route-min-period_ns: 1.32
  finClkSkew_ns: 0.00289
  maxClockFrequency_ghz: 0.756
  drv_slew: 0
  setup_viol: 0
  final_hold_viol_count: 0
floorplan:
  coreArea_mm2: 0.00342
  die_y_um: 80
  die_width_um: 80
  die-area_mm2: 0.00640
  ioPinCount: 7
  core.rowCount: 21
  fp_util: 0.0645
global_route:
  grt_pass1_vias: 221
  globalRouteTotalUtil: 0.0227
  grt-ovfl-total: 0
  grt_pass1_wl_mm: 1.07
  grt_max_degree: 8
  antenna_found_initial: 0
placement:
  place.gp.congestion: 0.734
  portBuffers: 6
  dp_hpwl_um: 436
critical_path:
  critical_path_class: "reg2out"
  worstPathMaxFanout: 1
  cp_cell_sequence: "clkdlybuf4s50_1"
  critPathMaxStageDelay_ns: 0.48
  cp_top_family: "buffers and inverters"
  worst_ep_required_time_ns: 1.12
  start_kind: "flip-flop"
  cp_data_arrival_time_ns: 1.04
  cp-end-kind: "output pin"
  cp_num_buf_inv: 1
  cp_slowest_cell: "clkdlybuf4s50_1"
hold_path:
  hold_path.class: "in2async"
power_and_ir_drop:
  ir_drop_v: 0.000204
  power_density_mw_per_mm2: 986
  p_leak_nw: 0.152
  power_mw: 0.356
final_layout:
  area_growth_pct: 64.2
  drive_above_1_share: 0.281
routing:
  dr.first_iter.drc_count: 6
  viasPerCell: 2.26
  drc: 0
  wl_per_cell_um: 7.91
  drt-total-wl_um: 617
  postRouteAntennaNets: 0
  dr.pass1.iters: 2
  num_vias: 176
  n_antenna_cell: 0
job:
  tool_warnings: 26
  drv_cap: 0
## registers in the layout (all words and copies together) (netlist names)
register and cells:
count_q 3, done_q 1
## where the power goes
| part | switching (mW) | total, mW | internal, mW |
|---|---|---|---|
| combinational | 0.0281 | 0.0619 | 0.0338 |
| sequential | 0.00454 | 0.134 | 0.130 |
| clock | 0.0528 | 0.160 | 0.107 |
| total | 0.0855 | 0.356 | 0.271 |
## per-stage QoR
stage	worst slack (ns)	instances	utilization	hold WS, ns	cell area, µm²
global placement	0.110	72	0.0945	0.492	323
floorplan	0.230	22	-	-0.0156	220
CTS	0.0538	78	0.106	0.243	362
finish	0.0768	78	0.106	0.244	362
global route	0.00390	78	0.106	0.228	362
detailed placement	0.105	72	0.0945	0.501	323
## placed cells by master (no fill, tap or decap), drive strengths merged
cell,n
dlygate4sd2,2
nand2,3
dfstp,3
nand3,1
inv,2
a21oi,1
clkdlybuf4s50,4
dfrtp,1
a21o,1
nor2,1
and4bb,1
ha,2
clkbuf,4
o21bai,1
buf,2
o21ai,2
nand2b,1
## final cells by class
| class | count | area (µm²) |
|---|---|---|
| fillers | 398 | 3050 |
| multi-input cells | 14 | 93.8 |
| repair buffers | 8 | 72.6 |
| clock buffers | 4 | 26.3 |
| well taps | 46 | 57.6 |
| flip-flops and latches | 4 | 104 |
| inverters | 2 | 7.51 |
## cells by family (layout without fill, tap and decap cells)
group	after synthesis	in the layout	share of synthesized area
fa+ha+maj	2	2	0.114
simple gates	7	7	0.176
buf+inv	4	14	0.102
flops	4	4	0.472
compound gates	5	5	0.136
## path summary, 6_finish.rpt
kind / start / end / slack [ns] / cells after the start
worst min register to register: count_q[2] / count_q[2] / 0.56 / 2
worst min-delay path: rst_ni / done_q / 0.24 / 1
max in group asynchronous: rst_ni / count_q[0] / 0.92 / 1
worst max-delay path: done_q / done_o / 0.08 / 1
worst max register to register: count_q[1] / count_q[2] / 0.08 / 6
min in group clk0: count_q[2] / count_q[2] / 0.56 / 2
## routing by layer
layer,vias to the layer above,wire length [µm],share of wire,track usage
li1,93,-,-,-
met1,74,278,0.45,0.0280
met2,9,184,0.30,0.0209
met3,0,154,0.25,0.0307
met4,0,0,0,0.00528
met5,-,0,0,0
## timing repair
item                                    in CTS  in global routing
gates resized                                2                  1
setup buffers                                2                  0
endpoints found under the setup margin       2                  1
hold endpoints to repair                     0                  0
pin swaps                                    0                  0
Power figures rest on the tool's default switching activity, not on a simulated workload.
